[./config.mk]
export PLATFORM = sky130hd
export DESIGN_NAME = divider_even
export DESIGN_NICKNAME = divider_even
export VERILOG_FILES = /design/flow/design.v
export SDC_FILE = /design/flow/constraint.sdc
export NUM_CORES = 4
export LEC_CHECK = 1
export CORE_AREA = 10 10 99 99
export DIE_AREA = 0 0 109 109
[./constraint.sdc]
current_design divider_even

set clk_period 2.3
set clk_io_pct 0.2

create_clock -name clk0 -period $clk_period [get_ports {clk}]

set non_clock_inputs [all_inputs -no_clocks]
set_input_delay [expr $clk_period * $clk_io_pct] -clock clk0 $non_clock_inputs
set_output_delay [expr $clk_period * $clk_io_pct] -clock clk0 [all_outputs]
[./design.v]
 module divider_even #(parameter WIDTH=8)(
    input clk,               
    input [WIDTH-1:0] N,     
    input reset_n,           
    input enable,            
    output out               
  );
	reg rout=0;
	reg [WIDTH-1:0] Nreg;
	reg [8:0] i;
	assign out = rout && enable;
always_ff @(posedge rout) begin
	Nreg <= N;
end
always_ff @(posedge clk, negedge reset_n) begin
	if (reset_n == 1'b0)
	begin
		rout <= 0;
		Nreg <= 0;
		i <= 1;
	end
	else if(N == 0)
	begin
		rout <= 0;
	end
	else if( Nreg != 1'b0)
	begin
	if( i == (Nreg>>1))
		begin
			rout <= ~rout;
			i <= 1;
		end
	 else
		begin
		i <= i + 1;
		end
	end
	else
		begin
		Nreg <= N;
		rout <= ~rout;
		end
end
endmodule
[./run.sh]
#!/bin/bash
# OpenROAD 26Q1-2900-gdf79404cd8, Yosys 0.63+post, stock flow scripts
make -C /OpenROAD-flow-scripts/flow DESIGN_CONFIG=/design/flow/config.mk WORK_HOME=/design/flow/orfs finish
==> results.txt <==
This note records the results obtained with Yosys and OpenROAD.

Yosys
After synthesis, the share of flip-flops with an asynchronous set or reset is 0.692. Per the Yosys statistics, synthesis produced roughly 100 cells. Sorting the synthesized cells by how often they occur yields 17 x sky130_fd_sc_hd__dfrtp_1, 8 x sky130_fd_sc_hd__dfxtp_1, 7 x sky130_fd_sc_hd__xnor2_1.

The register bit total from synthesis is 26. Of the post-synthesis cell area, the dominant cell type holds 0.370. After synthesis, the cell types taking the most area are sky130_fd_sc_hd__dfrtp_1 37%, sky130_fd_sc_hd__dfxtp_1 14%, sky130_fd_sc_hd__xnor2_1 5.3%.

The part of the Yosys area used for sequential elements is 0.533. Yosys mapped a number of flops with a built-in enable equal to 0. The most popular library cell in the synthesized design by count is sky130_fd_sc_hd__dfrtp_1. The number of distinct library cells after synthesis is 29. The yosys synthesis warning count is 1. The synthesis area per yosys is roughly 0.0011 sq mm. Among all flip-flop cells after synthesis, the most frequent one is sky130_fd_sc_hd__dfrtp_1. The synthesized design spends more area on one cell type than any other, namely sky130_fd_sc_hd__dfrtp_1.

Status
The tool reported: "ERROR: Found 8 problems in 'check -assert'". The last stage reached is synthesis. The flow did not finish.
cell families after synthesis:
| kind of cell | count (synthesis) | share of synthesized area |
|---|---|---|
| compound gates | 26 | 0.173 |
| simple gates | 33 | 0.174 |
| flops | 26 | 0.533 |
| buf+inv | 4 | 0.0196 |
| xor+xnor | 7 | 0.0534 |
| fa+ha+maj | 1 | 0.0109 |
| mux | 4 | 0.0359 |
