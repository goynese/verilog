==> design/flow/design.v <==
 module shift_register(
    input [31:0]in,              
    input shift,   
    input load,              
    input reset_n,
    input clk,          	
    output reg out         
  );
reg [31:0]shift_register;
reg shiftnextbit;
always_ff @(posedge clk, negedge reset_n)
	if(~reset_n) begin
		shift_register <= 1'b0;
		out <= 1'b0;
		shiftnextbit <= 1'b0;
	end else if(load) begin
		shift_register <= in;
	end else if(shift)begin
		out <= shift_register[0];
		shiftnextbit <= 1'b1;
	end else if(shiftnextbit)begin
		shift_register <= shift_register>>1;
		shiftnextbit <= 1'b0;
	end
endmodule
==> design/flow/run.sh <==
#!/bin/bash
# OpenROAD 26Q1-2900-gdf79404cd8, Yosys 0.63+post, stock flow scripts
make -C /OpenROAD-flow-scripts/flow DESIGN_CONFIG=/design/flow/config.mk WORK_HOME=/design/flow/orfs finish
==> design/flow/config.mk <==
export PLATFORM = sky130hd
export DESIGN_NAME = shift_register
export DESIGN_NICKNAME = shift_register
export VERILOG_FILES = /design/flow/design.v
export SDC_FILE = /design/flow/constraint.sdc
export NUM_CORES = 4
export LEC_CHECK = 1
export CORE_AREA = 10 10 104 104
export DIE_AREA = 0 0 114 114
==> design/flow/constraint.sdc <==
current_design shift_register

set clk_period 2.2
set clk_io_pct 0.2

create_clock -name clk0 -period $clk_period [get_ports {clk}]

set non_clock_inputs [all_inputs -no_clocks]
set_input_delay [expr $clk_period * $clk_io_pct] -clock clk0 $non_clock_inputs
set_output_delay [expr $clk_period * $clk_io_pct] -clock clk0 [all_outputs]
==> results.toml <==
# yosys + openroad results
[outcome]
status = "completed"

[clock_network]
htree_num_levels = 2
tritoncts = "done"
cts-root-buf = "clkbuf_8"
postCtsResizedCells = 0
insertion_delay_ns = 0.28
cts_inserted_buffers = 5
hold_buffers = 0
cts_buffer_depth = 2
path_clk_slew_ns = 0.07
clock-sinks = 34
postCtsSetupRepairBufs = 0

[place]
hpwl_mm = 2.69
port_buffers = 36
gp_congestion = 0.733
post-place-ws_ns = 0.362

[timing]
finalMaxSlewViolations = 0
fin_skew_ns = 0.00531
setup_violations = 0
finalSetupTns_ns = 0
worst_slew_pin_slew_ns = 0.444
hold_viol = 0
setup_ws_ns = 0.651
relSlewSlack = 0.704
finalCriticalPeriod_ns = 1.55
period_used_share = 0.704
max_freq_mhz = 646
grt_setup_unrepaired = "no"

[final_layout]
fill_cells = 895
mi_logic_area_sq_um = 931
area_growth_pct = 32.5
drive_above_1_share = 0.109
flop_area_sq_um = 851

[grt]
grt_usage = 0.0694
antenna_found_initial = 0
grt_start_max_net_pins = 98
first_global_vias = 1405
grt_pass1_wl_mm = 7.53
grt_overflow = 0

[floorplan]
die-area_sq_um = 13000
die_w_um = 114
core_area_sq_um = 8680
row_count = 34
io_pins = 37
fp_util = 0.215
fp.dieH_um = 114

[logic_synthesis]
syn_area_sq_um = 1870
yosys.area.top_type_share = 0.456
ys_chip_area_sq_um = 1870
postSynthSeqShare = 0.456
synth.avg_cell_area_sq_um = 12.2
synthArstFlopShare = 1.00
yosys_warnings = 1
most_common_cell = "dfrtp_1"
synth-seq-cells = 34
yosysUniqueCellTypes = 13
ys_top_cells_by_count = "dfrtp_1 (34), nor2b_1 (32), a221o_1 (31)"
topCellsByArea = "dfrtp_1 (46%), a221o_1 (17%), and4bb_1 (16%)"
synth-main-ff-cell = "dfrtp_1"
ys_cells = 153
edf_count = 0
top_area_cell = "dfrtp_1"
synthCells = 153

[pwr]
p_comb_frac = 0.168
ir_worst_vdd_mv = 0.313
clkPwrFrac = 0.415
power_density_nw_per_um2 = 701
total_power_mw = 1.73
p_leak_nw = 1.04
seqPwrFrac = 0.418
switching_share = 0.219
p_int_mw = 1.35
p_sw_mw = 0.380

[setup_path]
cp-start-kind = "input port"
crit_required_ns = 2.36
crit_type = "in -> reg"
setup.worst_path.start = "shift"
slowest_delay_ns = 0.49
cp-end-kind = "flop"
crit_slowest_cell = "clkdlybuf4s50_1"
worstPathCellList = "clkdlybuf4s50_1, nand2b_1, buf_4, a221o_1"
worstPathMaxFanout = 32
r2r-start = "shiftnextbit$_DFFE_PN0N_"
cp.arrival_ns = 1.71

[routing]
route.detailed.drc = 0
wirelength_mm = 4.60
diodes = 0
drtAntennaViolNets = 0
dr.pass1.iters = 4
drt_iter0_markers = 125
wl_per_cell_um = 15.8
vias = 1327
viasPerCell = 4.56

[job]
warnings = 25
max_cap_viol_count = 0

[min_path]
hp-class = "in -> async"
state kept, by name, summed over array words and instances (netlist names):
| register | flops |
|---|---|
| shiftnextbit | 1 |
| shift_register | 32 |
| out | 1 |
routing by layer:
metal  routed length, um  GRT usage  up-vias
li1                    -          -      661
met2                1860     0.0934       27
met1                2420      0.108      635
met3                 289     0.0223        4
met5                   0          0        -
met4                  34    0.00835        0
area by class of cell:
cell class	count	area share
clock buffers	6	0.0334
clock inverters	2	0.0243
multi-input cells	100	0.377
flip-flops and latches	34	0.344
well taps	108	0.0547
repair buffers	41	0.167
cells by family after synthesis:
logic type      synth area share
buf+inv                   0.0449
compound gates             0.171
simple gates               0.322
mux                      0.00604
flops                      0.456
power groups by stage:
stage	clock network, mW	logic [mW]	registers (mW)
6_report	0.719	0.290	0.724
4_1_cts	0.741	0.294	0.724
5_1_grt	0.767	0.321	0.733
cell usage in the layout, fill, tap and decap left out, drive strengths merged:
master	n
clkbuf	6
bufinv	2
clkdlybuf4s50	34
a221o	31
nand2b	2
nor4bb	3
nor2b	32
and4bb	28
nand2	2
dfrtp	34
buf	7
mux2	1
a22o	1
path summary, 6_finish.rpt:
kind / end / slack (ns) / cells past startpoint
max: shift_register[27]$_DFFE_PN0P_ / 0.65 / 4
min: shift_register[23]$_DFFE_PN0P_ / 0.18 / 2
max reg2reg: shift_register[27]$_DFFE_PN0P_ / 0.79 / 4
min reg2reg: out$_DFFE_PN0P_ / 0.51 / 1
max in group asynchronous: shift_register[3]$_DFFE_PN0P_ / 1.70 / 2
min in group clk0: out$_DFFE_PN0P_ / 0.51 / 1
critical path, delay by kind of cell:
kind / cells / cell delay (ns)
buffers and inverters: 2 / 0.74
AND-OR/OR-AND: 1 / 0.33
AND/OR/NAND/NOR: 1 / 0.19
metrics by stage:
stage,utilization,hold WS [ns],std cells,instance area [sq um]
final,0.285,0.185,291,2470
after global routing,0.285,0.213,291,2470
after CTS,0.285,0.192,291,2470
after detailed placement,0.268,0.500,283,2330
after global placement,0.268,0.489,283,2330
after floorplan,-,0.144,153,1870
Power and IR drop assume default switching activity.
